===== flow/run.sh =====
#!/bin/bash
# OpenROAD 26Q1-2900-gdf79404cd8, Yosys 0.63+post, stock flow scripts
make -C /OpenROAD-flow-scripts/flow DESIGN_CONFIG=/design/flow/config.mk WORK_HOME=/design/flow/orfs finish

===== flow/config.mk =====
export PLATFORM = sky130hd
export DESIGN_NAME = cache
export DESIGN_NICKNAME = cache
export VERILOG_FILES = /design/flow/design.v
export SDC_FILE = /design/flow/constraint.sdc
export NUM_CORES = 4
export LEC_CHECK = 1
export CORE_UTILIZATION = 50

===== flow/constraint.sdc =====
current_design cache

set clk_period 33.4
set clk_io_pct 0.2

create_clock -name clk0 -period $clk_period [get_ports {clk}]

set non_clock_inputs [all_inputs -no_clocks]
set_input_delay [expr $clk_period * $clk_io_pct] -clock clk0 $non_clock_inputs
set_output_delay [expr $clk_period * $clk_io_pct] -clock clk0 [all_outputs]

===== flow/design.v =====
module cache(
    clk,
    proc_reset,
    proc_read,
    proc_write,
    proc_addr,
    proc_wdata,
    proc_stall,
    proc_rdata,
    mem_read,
    mem_write,
    mem_addr,
    mem_rdata,
    mem_wdata,
    mem_ready
);
    input          clk;
    input          proc_reset;
    input          proc_read, proc_write;
    input   [29:0] proc_addr;
    input   [31:0] proc_wdata;
    output         proc_stall;
    output  [31:0] proc_rdata;
    input  [127:0] mem_rdata;
    input          mem_ready;
    output         mem_read, mem_write;
    output  [27:0] mem_addr;
    output [127:0] mem_wdata;
	integer i;
	reg[1:0] state_w,state_r;
	reg[127:0] block_w[7:0];
	reg[127:0] block_r[7:0];
	reg[24:0] tag_w[7:0];
	reg[24:0] tag_r[7:0];
	reg[7:0] dirty_w,dirty_r;
	reg[7:0] valid_w,valid_r;
	wire[1:0] offset;
	wire[2:0] index;
	wire[24:0] tag;
	reg[127:0] rdata,wdata;
	reg[31:0] data;
	reg[24:0] tagr;
	reg hit;
	reg dirty;
	reg read,write;
	reg[27:0] address;
	reg[127:0] data2mem;
	reg stall;
	assign offset = proc_addr[1:0];
	assign index = proc_addr[4:2];
	assign tag = proc_addr[29:5];
	assign proc_stall = stall;
	assign proc_rdata = data;
	assign mem_addr = address;
	assign mem_wdata = data2mem;
	assign mem_read = read;
	assign mem_write = write;
	always@(*) begin 
		case(index)
			3'd0: hit = (tag_r[0] == tag) && valid_r[0];
			3'd1: hit = (tag_r[1] == tag) && valid_r[1];
			3'd2: hit = (tag_r[2] == tag) && valid_r[2];
			3'd3: hit = (tag_r[3] == tag) && valid_r[3];
			3'd4: hit = (tag_r[4] == tag) && valid_r[4];
			3'd5: hit = (tag_r[5] == tag) && valid_r[5];
			3'd6: hit = (tag_r[6] == tag) && valid_r[6];
			default: hit = (tag_r[7] == tag) && valid_r[7];
		endcase
		case(index)
			3'd0: tagr = tag_r[0];
			3'd1: tagr = tag_r[1];
			3'd2: tagr = tag_r[2];
			3'd3: tagr = tag_r[3];
			3'd4: tagr = tag_r[4];
			3'd5: tagr = tag_r[5];
			3'd6: tagr = tag_r[6];
			default: tagr = tag_r[7];
		endcase
		case(index)
			3'd0: rdata = block_r[0];
			3'd1: rdata = block_r[1];
			3'd2: rdata = block_r[2];
			3'd3: rdata = block_r[3];
			3'd4: rdata = block_r[4];
			3'd5: rdata = block_r[5];
			3'd6: rdata = block_r[6];
			default: rdata = block_r[7];
		endcase
		case(index)
			3'd0: dirty = dirty_r[0];
			3'd1: dirty = dirty_r[1];
			3'd2: dirty = dirty_r[2];
			3'd3: dirty = dirty_r[3];
			3'd4: dirty = dirty_r[4];
			3'd5: dirty = dirty_r[5];
			3'd6: dirty = dirty_r[6];
			default: dirty = dirty_r[7];
		endcase
		case(offset)
			2'd0: begin
				wdata = {{rdata[127:32]},proc_wdata};
				data = rdata[31:0];
			end
			2'd1: begin
				wdata = {{rdata[127:64]},proc_wdata,{rdata[31:0]}};
				data = rdata[63:32];
			end
			2'd2: begin 
				wdata = {{rdata[127:96]},proc_wdata,{rdata[63:0]}};
				data = rdata[95:64];
			end
			default: begin 
				wdata = {proc_wdata,{rdata[95:0]}};
				data = rdata[127:96];
			end
		endcase
	end
	always@(*) begin	
		case(state_r)
			2'd1: begin
				address = {tag,index};
				data2mem = rdata;
			end
			2'd2: begin
				address = {tagr,index};
				data2mem = rdata;
			end
			default: begin	
				address = {tag,index};
				data2mem = rdata;
			end
		endcase
	end
	always@(*) begin 
	case(state_r)
		2'd0: begin
			read = 1'b0;
			write = 1'b0;
			for(i = 0; i < 8; i = i + 1)
				tag_w[i] = tag_r[i];
			if(proc_read && !proc_write) begin
				for(i = 0; i < 8; i = i + 1) begin
					block_w[i] = block_r[i];
					if(index == i) begin
						dirty_w[i] = dirty_r[i];
						valid_w[i] = 1'b1;
					end
					else begin
						dirty_w[i] = dirty_r[i];
						valid_w[i] = valid_r[i];
					end
				end
				if(hit) begin
					stall = 1'b0;
					state_w = state_r;
				end
				else begin
					stall = 1'b1;
					if(dirty) begin
						state_w = 2'd2;
					end
					else begin
						state_w = 2'd1;
					end
				end
			end
			else if(!proc_read && proc_write) begin
				for(i = 0; i < 8; i = i + 1) begin
					if(index == i) begin
						dirty_w[i] = 1'b1;
						valid_w[i] = 1'b1;
					end
					else begin
						dirty_w[i] = dirty_r[i];
						valid_w[i] = valid_r[i];
					end
				end
				if(hit) begin
					stall = 1'b0;
					state_w = state_r;
					for(i = 0; i < 8; i = i + 1) begin
						if(index == i)
							block_w[i] = wdata;
						else
							block_w[i] = block_r[i];
					end
				end
				else begin
					stall = 1'b1;
					for(i = 0; i < 8; i = i + 1)
						block_w[i] = block_r[i];
					if(dirty)
						state_w = 2'd2;
					else
						state_w = 2'd1;
				end
			end
			else begin
				state_w = state_r;
				for(i = 0; i < 8; i = i + 1) begin
					block_w[i] = block_r[i];
					tag_w[i] = tag_r[i];
				end
				dirty_w = dirty_r;
				valid_w = valid_r;
				stall = 1'b0;
			end
		end
		2'd1: begin
			read = 1'b1;
			write = 1'b0;
			dirty_w = dirty_r;
			valid_w = valid_r;
			stall = 1'd1;
			if(mem_ready) begin
				for(i = 0; i < 8; i = i + 1) begin
					if(index == i) begin
						block_w[i] = mem_rdata;
						tag_w[i] = tag;
					end
					else begin
						block_w[i] = block_r[i];
						tag_w[i] = tag_r[i];
					end
				end
				state_w = 2'd0;
			end
			else begin
				state_w = state_r;
				for(i = 0; i < 8; i = i + 1) begin
					block_w[i] = block_r[i];
					tag_w[i] = tag_r[i];
				end
			end
		end
		default: begin
			read = 1'b0;
			write = 1'b1;
			stall = 1'b1;
			for(i = 0; i < 8; i = i + 1) begin
				block_w[i] = block_r[i];
				tag_w[i] = tag_r[i];
			end
			valid_w = valid_r;
			if(mem_ready) begin
				for(i = 0; i < 8; i = i + 1) begin
					if(index == i) 
						dirty_w[i] = 1'b0;
					else
						dirty_w[i] = dirty_r[i];
				end
				state_w = 2'd1;
			end
			else begin
				dirty_w = dirty_r;
				state_w = state_r;
			end
		end
	endcase
	end
always@( posedge clk or posedge proc_reset ) begin
    if( proc_reset ) begin
		state_r <= 2'd0;
		block_r[0] <= 128'd0;
		block_r[1] <= 128'd0;
		block_r[2] <= 128'd0;
		block_r[3] <= 128'd0;
		block_r[4] <= 128'd0;
		block_r[5] <= 128'd0;
		block_r[6] <= 128'd0;
		block_r[7] <= 128'd0;
		tag_r[0] <= 25'd0;
		tag_r[1] <= 25'd0;
		tag_r[2] <= 25'd0;
		tag_r[3] <= 25'd0;
		tag_r[4] <= 25'd0;
		tag_r[5] <= 25'd0;
		tag_r[6] <= 25'd0;
		tag_r[7] <= 25'd0;
		dirty_r <= 8'd0;
		valid_r <= 8'd0;
    end
    else begin
    	state_r <= state_w;
		block_r[0] <= block_w[0];
		block_r[1] <= block_w[1];
		block_r[2] <= block_w[2];
		block_r[3] <= block_w[3];
		block_r[4] <= block_w[4];
		block_r[5] <= block_w[5];
		block_r[6] <= block_w[6];
		block_r[7] <= block_w[7];
		tag_r[0] <= tag_w[0];
		tag_r[1] <= tag_w[1];
		tag_r[2] <= tag_w[2];
		tag_r[3] <= tag_w[3];
		tag_r[4] <= tag_w[4];
		tag_r[5] <= tag_w[5];
		tag_r[6] <= tag_w[6];
		tag_r[7] <= tag_w[7];
		dirty_r <= dirty_w;
		valid_r <= valid_w;
    end
end
endmodule

==> run notes <==
### Logic synthesis
- Netlist cell types: 69
- flop and latch count out of synthesis: 1243
- proportion of synthesized chip area in sequential cells: 0.3794
- list of most frequent post-synthesis cells: sky130_fd_sc_hd__dfrtp_1, sky130_fd_sc_hd__nand2_1, sky130_fd_sc_hd__and2_1
- Top-area cell share: 0.3791
- area reported by Yosys stat: 81990 µm²
- Yosys top cell by instances: sky130_fd_sc_hd__dfrtp_1
- gate count of the mapped netlist: 8684
- fraction of registers with async set or reset after synthesis: 1.000
- total cells reported by yosys after synthesis: 8684
- cell type with the highest aggregate area in the netlist: sky130_fd_sc_hd__dfrtp_1
- leading register cell type out of synthesis: sky130_fd_sc_hd__dfrtp_1
- Ys Warns: 5
- synthesized area divided by synthesized cell count: 9.441 µm²
- Synth Cell Area: 81990 µm²
- number of flops mapped to enable cells by yosys: 0
- leading cell types by total area after synthesis: sky130_fd_sc_hd__dfrtp_1, sky130_fd_sc_hd__a222oi_1, sky130_fd_sc_hd__and2_1, sky130_fd_sc_hd__nand2_1, sky130_fd_sc_hd__mux2_2

### Setup path
- Arrival @ worst endpoint: 12.03 ns
- Setup Crit Path Kind: primary input to primary output
- category of the worst setup path capture point: primary output
- cell chain of the critical path: buf_8 > buf_4 > buf_4 > nand2b_4 > buf_4 > o22ai_1 > a211oi_1 > mux4_2 > clkdlybuf4s50_1
- Slowest-stage cell, CP: sky130_fd_sc_hd__a211oi_1
- R2R depth: 10
- WP data required: 26.72 ns
- element type at the critical path start: primary input
- capture point of the worst reg-to-reg path: block_r[3][70]$_DFFE_PP0P_
- Reg-to-Reg Start: tag_r[6][17]$_DFFE_PP0P_
- cell occurring most often along the worst timing path: sky130_fd_sc_hd__buf_4
- internal reg-to-reg setup slack: 28.06 ns
- maximum fanout count along the critical path: 60
- delay of the slowest critical-path stage: 0.93 ns
- Critical Path Start: proc_addr[4]

### Place
- post-placement setup slack: 14.99 ns
- Post-DP Area: 86540 µm²
- detailed placer's ending HPWL: 222500 µm
- last weighted congestion value of the routability-driven placer: 0.9963
- number of cells in the design after placement: 10460
- number of buffer cells added on primary ports: 385

### Clocking
- clock tree from TritonCTS: built
- cells resized by post-CTS repair: 0
- Late-Pin Clk Latency: 0.81 ns
- Root Driver: sky130_fd_sc_hd__clkbuf_16
- buffers from clock root to sink, at most: 3
- Post-CTS Hold Buffers: 0
- number of buffers added by the clock tree synthesis step: 148
- number of clock sinks seen by CTS: 1243
- Post-CTS Setup Repair Bufs: 0
- depth of the CTS H-tree: 4
- Clk pin slew, worst setup/hold paths: 0.06 ns

### Final layout
- area of all placed cells without fillers: 91590 µm²
- filler cell count: 13640
- synthesis-to-finish area growth: 11.71%
- area occupied by registers: 31110 µm²
- fraction of final layout cells with drive strength greater than 1: 0.1315
- area of the multi-input gates: 46340 µm²
- Cell Count, Final, Fillers Out: 10760

### Global routing
- overall routing resource usage: 0.4793
- number of global-route vias before repair: 78220
- pin count of the biggest net entering global routing: 198
- remaining global-route overflow: 0
- first-pass GRT wire length: 555100 µm
- number of antenna violations at the first check in global routing: 37

### Final timing
- highest clock frequency the design can meet: 53.45 MHz
- clock skew after layout: 0.02166 ns
- RSZ-0062 raised after global routing: no
- total negative slack: 0 ns
- final hold viol count: 0
- setup-violating endpoint count in the final report: 0
- max-slew headroom at the worst pin: 0.1513
- share of the clock period used by the worst path: 0.5601
- slew at the pin closest to its max-slew limit: 1.265 ns
- final worst path period need: 18.71 ns
- final worst-path setup slack: 14.69 ns
- total count of max-transition violations in the final report: 0

### Route
- number of vias per cell: 7.587
- Residual DRC: 0
- count of nets left with antenna violations after detail routing: 0
- average wire length per cell after detail routing: 35.93 µm
- iteration tally of the first detailed-router pass: 14
- total detailed-routing wirelength: 386600 µm
- Detailed Route Iter0 Violations: 14010
- via count: 81640

### Floorplanning
- area of the core: 162800 µm²
- fp_density: 0.5037
- Die Y: 406.9 µm
- die area: 165600 µm²
- count of boundary I/O pins: 386
- num rows: 148
- width of the chip: 406.9 µm

### Flow run
- count of tool warnings: 46
- maximum capacitance violations: 0

### Hold path
- cell count of the worst hold path: 1
- worst hold path startpoint: valid_r[3]$_DFFE_PP0P_
- worst hold path endpoint: valid_r[3]$_DFFE_PP0P_
- worst hold path class: register to register

### Power
- reported leakage power: 33.52 nW
- peak ir drop on the vdd network: 0.05013 mV
- Pwr per Cell Area: 57.08 nW/µm²

### Status
- status: finished, final reports clean

## worst max-delay path, delay by kind of cell
family	cells	cell delay [ns]
buf+inv	5	2.77
compound gates	2	1.10
simple gates	1	0.77
mux	1	0.53
## power by group
part | total [mW] | switching, mW | internal (mW)
clock | 1.70 | 0.713 | 0.990
sequential | 1.85 | 0.153 | 1.70
combinational | 1.68 | 1.07 | 0.602
total | 5.23 | 1.94 | 3.29
## cells by family (layout without fill, tap and decap cells)
| group | Yosys count | after routing | share of synthesized area |
|---|---|---|---|
| AOI/OAI and AO/OA | 2445 | 2445 | 0.2521 |
| muxes | 615 | 615 | 0.09918 |
| buffers and inverters | 1111 | 973 | 0.05977 |
| xor gates and xnor gates | 200 | 200 | 0.02136 |
| other | 0 | 39 | 0 |
| adders and majority gates | 3 | 3 | 0.0004579 |
| DFF | 1243 | 1243 | 0.3794 |
| and+or+nand+nor | 3067 | 3067 | 0.1877 |
## worst max-delay path by stage
stage	end	slack, ns
CTS	proc_rdata[16]	14.98
global route	proc_rdata[16]	14.71
finish	proc_rdata[16]	14.69
## registers in the layout (all words and copies together), names as in the netlist
signal,flops
block_r,1024
tag_r,200
dirty_r,8
valid_r,8
state_r,3
## final cells by class
type | instances | share of cell area
clock buffers | 228 | 0.04881
clock inverters | 38 | 0.005341
repair buffers | 672 | 0.06800
inverters | 35 | 0.001475
diodes | 39 | 0.001066
flip-flops and latches | 1243 | 0.3396
multi-input cells | 6330 | 0.5059
well taps | 2175 | 0.02971
## routing by layer
layer | vias to the layer above | share of wire | routed length (µm) | GRT usage
met3 | 1333 | 0.17 | 66300 | 0.2700
met2 | 6313 | 0.40 | 154600 | 0.6139
met4 | 40 | 0.073 | 28360 | 0.2957
met5 | - | 0.0019 | 744 | 0.02795
met1 | 40170 | 0.35 | 136600 | 0.6309
li1 | 33780 | - | - | -
## cells in the final DEF, fill, tap and decap left out, types with 162 or more instances in the layout
master                            netlist  routed
sky130_fd_sc_hd__nand4_1              276     276
sky130_fd_sc_hd__nor2_1               196     179
sky130_fd_sc_hd__mux2_2               309     309
sky130_fd_sc_hd__nand2_1             1169    1154
sky130_fd_sc_hd__o311ai_0             390     390
sky130_fd_sc_hd__o311ai_1             162     162
sky130_fd_sc_hd__xnor2_1              184     184
sky130_fd_sc_hd__buf_4                 31     271
sky130_fd_sc_hd__dfrtp_1             1242    1241
sky130_fd_sc_hd__clkdlybuf4s50_1        0     380
sky130_fd_sc_hd__nand3_1              340     337
sky130_fd_sc_hd__a222oi_1             896     896
sky130_fd_sc_hd__o21ai_0              213     213
sky130_fd_sc_hd__and2_1               897     895
## stage by stage
| step | total power [mW] | util | hold slack [ns] |
|---|---|---|---|
| finish | 5.228 | 0.5627 | 0.4743 |
| CTS | 5.162 | 0.5621 | 0.4791 |
| global route | 5.388 | 0.5624 | 0.4912 |
| global placement | 3.448 | 0.5316 | 0.4610 |
| detailed placement | 3.466 | 0.5316 | 0.4615 |
| floorplan | 2.858 | - | 0.4428 |
Power and IR drop assume default switching activity.
