==> flow/design.v <==
module aluCtrl(
        opcode,
        funct,
        ALUOp,
        ctrl
);
    input       [5:0]   opcode;
    input       [5:0]   funct;
    input       [1:0]   ALUOp;
    output reg  [3:0]   ctrl;
    wire    [5:0]   temp;
    assign temp = (ALUOp == 2'b10)? funct : opcode;
    always@(*)begin
        if(ALUOp == 2'b10) begin
            if(temp == 6'b100000)
                ctrl = 4'b0010;
            else if(temp == 6'b100010)
                ctrl = 4'b0110;
            else if(temp == 6'b100100)
                ctrl = 4'b0000;
            else if(temp == 6'b100101)
                ctrl = 4'b0001;
            else if(temp == 6'b100110)
                ctrl = 4'b0011;
            else if(temp == 6'b100111)
                ctrl = 4'b0100;
            else if(temp == 6'b101010)
                ctrl = 4'b0111;
            else if(temp == 6'b000000)
                ctrl = 4'b0101;
            else if(temp == 6'b000011)
                ctrl = 4'b1000;
            else if(temp == 6'b000010)
                ctrl = 4'b1001;
			else if(temp == 6'd16)
				ctrl = 4'b0010;
			else if(temp == 6'd18)
				ctrl = 4'b0010;
            else 
                ctrl = 4'b1111;
        end
        else if(ALUOp == 2'b01) begin
            if(temp == 6'b100011)
                ctrl = 4'b0010;
            else if(temp == 6'b101011)
                ctrl = 4'b0010;
            else if(temp == 6'b001000)
                ctrl = 4'b0010;
            else if(temp == 6'b001100)
                ctrl = 4'b0000;
            else if(temp == 6'b001101)
                ctrl = 4'b0001;
            else if(temp == 6'b001110)
                ctrl = 4'b0011;
            else if(temp == 6'b001010)
                ctrl = 4'b0111;
            else
                ctrl = 4'b1111;
        end
        else begin
            ctrl = 4'b1111;
        end
    end
endmodule
module alu(
    ctrl,
    x,
    y,
    out
);
    input       [3:0]   ctrl;
    input       [31:0]  x, y;
    output reg  [31:0]  out;
    always@(*) begin
        if(ctrl == 4'b0010)
            out = x + y;
        else if(ctrl == 4'b0110)
            out = x - y;
        else if(ctrl == 4'b0000)
            out = x & y;
        else if(ctrl == 4'b0001)
            out = x | y;
        else if(ctrl == 4'b0011)
            out = x ^ y;
        else if(ctrl == 4'b0100)
            out = ~(x | y);
        else if(ctrl == 4'b0111) begin
            if (x < y)
                out = 1;
            else
                out = 32'b0;
        end
        else if(ctrl == 4'b0101)
            out = y << x;
        else if(ctrl == 4'b1000)
            out = y >>> x;
        else if(ctrl == 4'b1001)
            out = x >> y;
		else
			out = 31'd0;
    end
endmodule
==> flow/run.sh <==
#!/bin/bash
# OpenROAD 26Q1-2900-gdf79404cd8, Yosys 0.63+post, stock flow scripts
make -C /OpenROAD-flow-scripts/flow DESIGN_CONFIG=/design/flow/config.mk WORK_HOME=/design/flow/orfs finish
==> flow/config.mk <==
export PLATFORM = sky130hd
export DESIGN_NAME = aluCtrl
export DESIGN_NICKNAME = aluCtrl
export VERILOG_FILES = /design/flow/design.v
export SDC_FILE = /design/flow/constraint.sdc
export NUM_CORES = 4
export LEC_CHECK = 1
export CORE_AREA = 10 10 70 70
export DIE_AREA = 0 0 80 80
==> flow/constraint.sdc <==
current_design aluCtrl

set clk_period 6.4
set clk_io_pct 0.2

create_clock -name clk0 -period $clk_period

set non_clock_inputs [all_inputs -no_clocks]
set_input_delay [expr $clk_period * $clk_io_pct] -clock clk0 $non_clock_inputs
set_output_delay [expr $clk_period * $clk_io_pct] -clock clk0 [all_outputs]
==> results.tsv <==
stage	metric	value	unit
outcome	status	complete, no violations	
placed_design	routabilityCongestion	1.04	
pwr	p_sw_frac	0.492	
final_timing	tightest_slew	0.439	ns
layout	fillers	391	
global_route	grt_pass1_wl	2.84	mm
worst_setup_path	crit_path_start	ALUOp[1]	
final_timing	slew_headroom	0.706	
synth	ys_area	495	µm²
synth	syn_area_per_cell	6.52	µm²
pwr	p_per_area	53.8	mW/mm²
worst_setup_path	path_buffers	3	
final_timing	maxSlewViolCount	0	
synth	yosys.area_share.xor_xnor	0.0177	
pwr	p_seq_frac	0	
layout	layout_top_cell	clkdlybuf4s50_1	
drt	dr.pass1.iters	4	
worst_setup_path	worstPathMaxFanout	14	
pwr	comb_power_share	1.000	
worst_setup_path	critical-path-max-stage-delay	0.57	ns
final_timing	min_period	5.05	ns
drt	drt_iter0_drc	105	
placed_design	hpwl	1.41	mm
worst_setup_path	arrival	3.77	ns
placed_design	portBuffers	18	
worst_setup_path	cp-start-kind	input port	
worst_setup_path	crit_chain	clkdlybuf4s50_1 -> nor2b_1 -> buf_4 -> mux2i_1 -> nor3b_1 -> o211a_1 -> a311oi_1 -> clkdlybuf4s50_1	
drt	drc	0	
layout	drive_gt1_frac	0.0549	
synth	fa_ha_area_frac	0	
floorplan	die_area	0.00640	mm²
synth	ys_sh_aoi	0.318	
drt	wirelength	1.74	mm
pwr	vdd_drop_max	0.0000200	V
floorplan	ios	18	
worst_setup_path	crit_required	5.12	ns
global_route	grt_pass1_vias	593	
clock_network	cts_hold_buf	0	
pwr	p_leak	0.238	nW
synth	yosys.stat.seqShare	0	
global_route	antenna_found_initial	0	
worst_setup_path	end_kind	primary output	
layout	ff_count	0	
synth	synth_area	495	µm²
synth	mux_area_frac	0.0833	
final_timing	rsz0062_at_grt	no	
flow_run	warnings	32	
worst_setup_path	critPathTopFamily	buffers and inverters	
layout	synthToLayoutAreaGrowth	42.9	%
final_timing	max_freq	198	MHz
floorplan	core	0.00342	mm²
floorplan	fp-row-count	21	
synth	yosys_warnings	1	
clock_network	cts_resized	0	
global_route	grt_use_total	0.0522	
hold_path	hold_class	in2out	
floorplan	die_x	80	µm
floorplan	fp_util	0.145	
hold_path	holdCritStartpoint	funct[4]	
worst_setup_path	cp_common_cell	clkdlybuf4s50_1	
final_timing	setup_viol	0	
drt	vias	645	
worst_setup_path	crit_slowest_cell	clkdlybuf4s50_1	
final_timing	layout_worst_path_cycle_share	0.789	
layout	regArea	0	µm²
pwr	intPower	0.0194	mW
drt	wl_per_cell	12.7	µm
final_timing	hold_viol_final	0	
flow_run	maxCapViolations	0	
drt	diodes	0	
clock_network	post_cts_buffers	0	
drt	viasPerCell	4.71	
layout	lay_top_cells	clkdlybuf4s50_1 (18), nor2_1 (9), nor3_1 (8)	
global_route	grt_max_degree	15	
global_route	grt-ovfl-total	0	
worst_setup_path	worstSetupPathType	in2out	
floorplan	die.size.y	80	µm
layout	clock_buffers	0	
synth	ys_cells	76	
synth	syn_inst	76	
pwr	pwr-share-clk	0	
drt	final_antenna_net_count	0	
final_timing	setup_tns	0	ns
pwr	switchingPower	0.0188	mW
synth	synth.comb.largest_family	simple AND/OR/NAND/NOR gates	
synth	synth.distinct_cells	38	
layout	fin_util	0.207	
synth	synthSimpleGateAreaFrac	0.492	
==> Yosys cell counts, types with 2 or more instances <==
library cell / count / area, µm²
nand2b_1: 4 / 25.0
buf_2: 2 / 10.0
nand4_1: 2 / 12.5
and2b_1: 2 / 15.0
nor3b_1: 2 / 15.0
inv_1: 3 / 11.3
o21ai_0: 3 / 15.0
o22ai_1: 2 / 12.5
a21oi_1: 2 / 10.0
nor4_1: 2 / 12.5
nor2b_1: 2 / 12.5
nor2_1: 9 / 33.8
nand2_1: 3 / 11.3
buf_6: 2 / 22.5
mux2i_1: 3 / 30.0
nor3_1: 8 / 40.0
a31oi_1: 3 / 18.8
or3_1: 2 / 12.5
==> power by group through the flow <==
stage	clock, mW	combinational [mW]	sequential [mW]
4_1_cts	0	0.0378	0
5_1_grt	0	0.0417	0
6_report	0	0.0381	0
==> worst min-delay path: cells and delay by family <==
kind / cells / cell delay [ns]
AOI/OAI and AO/OA: 2 / 0.23
buffers and inverters: 2 / 0.87
==> area by class of cell <==
type	instances	area, µm²	share of cell area
Multi-Input combinational cell	69	452	0.638
Inverter	3	11.3	0.0159
Tap cell	46	57.6	0.0813
Timing Repair Buffer	19	188	0.265
==> logic make-up after synthesis <==
kind of cell / Yosys count
and+or+nand+nor: 42
AOI/OAI and AO/OA: 22
buffers and inverters: 7
muxes: 4
xor gates and xnor gates: 1
==> worst paths after layout <==
kind | end | slack, ns | depth (start not counted)
max | ctrl[2] | 1.35 | 8
min | ctrl[3] | 3.66 | 4
==> stage by stage <==
stage | area (µm²) | worst slack (ns) | instances | hold slack, ns | power (mW)
after floorplan | 495 | 2.72 | 76 | 2.66 | 0.0200
after global placement | 708 | 1.40 | 137 | 3.67 | 0.0380
after detailed placement | 708 | 1.40 | 137 | 3.67 | 0.0376
after CTS | 708 | 1.36 | 137 | 3.68 | 0.0378
after global routing | 708 | 1.16 | 137 | 3.78 | 0.0417
final | 708 | 1.35 | 137 | 3.66 | 0.0381
==> layer usage <==
metal  up-vias  wire length (µm)  track usage
met4         0                 0            0
met5         -                 0            0
met2        26               669       0.0698
met1       287               864       0.0817
met3         0               207       0.0170
li1        332                 -            -
Power and IR drop assume default switching activity.
