`flow/design.v`:
```
module mul(
    clk,
    rst,
	mul,
    multiplicand,
    LO,
    next_HI,
    next_LO,
    mul_stall
);
    input               clk;
    input               rst;
	input				mul;
    input       [31:0]  multiplicand;
    input       [31:0]  LO; 
    output      [31:0]  next_HI;
    output      [31:0]  next_LO;
    output              mul_stall;
    reg     [31:0]  HI_w,HI_r;
    reg     [31:0]  LO_w,LO_r;
	reg		[32:0]	temp;
	reg 	stall;
	reg 	[5:0]	mul_iter_r,mul_iter_w;
	reg				state_w,state_r;
	assign next_HI = HI_r;
	assign next_LO = LO_r;
	assign mul_stall = stall;
    always@(*)begin
        if(mul_iter_r[5] == 1'b1) begin
            HI_w = 32'b0;
            LO_w = LO;
			mul_iter_w = mul ? 6'd0 : mul_iter_r;
			state_w = 1'd0;
        end
        else begin 
			if(mul_iter_r[4:0] == 5'd31) begin
				temp = HI_r - (LO_r[0] ? multiplicand : 32'd0);
				state_w = 1'd1;
			end
			else begin
            	temp = HI_r + (LO_r[0] ? multiplicand : 32'd0);
				state_w = 1'd0;
			end
        	LO_w = LO_r >> 1'b1;
        	HI_w = temp[32:1];
        	LO_w[31] = temp[0];
			mul_iter_w = mul ? mul_iter_r + 6'd1 : 6'd32;
        end
		stall = !state_r && mul;
    end
	always@(posedge clk or negedge rst) begin
		if(!rst) begin
			HI_r <= 32'd0;
			LO_r <= 32'd0;
			mul_iter_r <= 6'b100000;
			state_r <= 1'd0;
		end
		else begin
			HI_r <= HI_w;
			LO_r <= LO_w;
			mul_iter_r <= mul_iter_w;
			state_r <= state_w;
		end
	end
endmodule
module div(
    clk,
    rst,
	div,
    divisor,
    LO,
    next_HI,
    next_LO,
    div_stall
);
    input           clk;
    input           rst;
	input 			div;
    input   [31:0]  divisor;
    input   [31:0]  LO; 
    output  [31:0]  next_HI; 
    output  [31:0]  next_LO; 
    output          div_stall;
    reg	    [31:0]  diff;
    reg		[31:0]  HI_w,HI_r;
    reg    	[31:0]  LO_w,LO_r;
	reg		[5:0]	div_iter_w,div_iter_r;
	reg		[1:0]	sign_w,sign_r;
	reg				state_w,state_r;
	wire[31:0] divisor_p;
	wire[31:0] divident_p;
	assign next_HI = sign_r[1] ? (~HI_r + 32'd1): HI_r;
	assign next_LO = (sign_r[0] ^ sign_r[1]) ? (~LO_r + 32'd1) : LO_r;
	assign divisor_p = divisor[31] ? (~divisor + 32'd1) : divisor;
	assign divident_p = LO[31] ? (~LO + 32'd1) : LO;
	assign div_stall = !state_r && div;
    always@(*)begin
        diff = HI_r - divisor_p;
		if(div_iter_r[5] == 1'b1) begin
			div_iter_w = div ? 6'd0 : div_iter_r;
			LO_w = divident_p << 1'b1;
			HI_w = {{31'd0},{divident_p[31]}};
			sign_w[0] = divisor[31];
			sign_w[1] = LO[31];
			state_w = 1'd0;
		end
		else begin
			div_iter_w = div ? div_iter_r + 6'd1 : 6'd32;
			sign_w = sign_r;
			if(div_iter_r[4:0] == 5'd31)
				state_w = 1'd1;
			else
				state_w = 1'd0;
            if(diff[31] == 1'b0) begin
				if(div_iter_r[4:0] == 5'd31) begin
					HI_w = diff;
 	   				LO_w[31:1] = LO_r[31:1];
 	   				LO_w[0] = 1'd1;
				end
				else begin
 	   				HI_w[31:1] = diff[30:0];
 	   				HI_w[0] = LO_r[31];
					LO_w = {{LO_r[30:1]},{2'b10}};
				end
            end
 	   		else begin
				if(div_iter_r[4:0] == 5'd31) begin
					HI_w = HI_r;
					LO_w = LO_r;
				end
				else begin
	   				LO_w = LO_r << 1'b1;
 	   				HI_w[31:1] = HI_r[30:0];
 	   				HI_w[0] = LO_r[31];			
				end
			end
 	   	end
    end
	always@(posedge clk or negedge rst) begin
		if(!rst) begin
			HI_r <= 32'd0;
			LO_r <= 32'd0;
			sign_r <= 2'd0;
			div_iter_r <= 6'b100000;
			state_r <= 1'd0;
		end
		else begin
			HI_r <= HI_w;
			LO_r <= LO_w;
			sign_r <= sign_w;
			div_iter_r <= div_iter_w;
			state_r <= state_w;
		end
	end
endmodule
```
`flow/run.sh`:
```
#!/bin/bash
# OpenROAD 26Q1-2900-gdf79404cd8, Yosys 0.63+post, stock flow scripts
make -C /OpenROAD-flow-scripts/flow DESIGN_CONFIG=/design/flow/config.mk WORK_HOME=/design/flow/orfs finish
```
`flow/config.mk`:
```
export PLATFORM = sky130hd
export DESIGN_NAME = div
export DESIGN_NICKNAME = div
export VERILOG_FILES = /design/flow/design.v
export SDC_FILE = /design/flow/constraint.sdc
export NUM_CORES = 4
export LEC_CHECK = 1
export CORE_UTILIZATION = 40
```
`flow/constraint.sdc`:
```
current_design div

set clk_period 16.0
set clk_io_pct 0.2

create_clock -name clk0 -period $clk_period [get_ports {clk}]

set non_clock_inputs [all_inputs -no_clocks]
set_input_delay [expr $clk_period * $clk_io_pct] -clock clk0 $non_clock_inputs
set_output_delay [expr $clk_period * $clk_io_pct] -clock clk0 [all_outputs]
```
==> impl_results.html <==
<p>Metrics extracted from the flow reports.</p>
<table>
<tr><th>Metric</th><th>Value</th></tr>
<tr><th colspan="2">Status</th></tr>
<tr><td>Run status</td><td>finished clean</td></tr>
<tr><th colspan="2">Pwr</th></tr>
<tr><td>Sequential fraction of design power</td><td>0.332</td></tr>
<tr><td>Clock network power share</td><td>0.309</td></tr>
<tr><td>Portion of total power attributed to combinational logic</td><td>0.359</td></tr>
<tr><td>Int Pwr</td><td>446 uW</td></tr>
<tr><td>Areal power density over the cells</td><td>68.7 nW/um2</td></tr>
<tr><td>Switching share of power</td><td>0.303</td></tr>
<tr><td>Switching Power</td><td>194 uW</td></tr>
<tr><td>Leakage power of the design</td><td>0.00397 uW</td></tr>
<tr><td>Worst supply voltage drop on vdd</td><td>0.0479 mV</td></tr>
<tr><th colspan="2">Synthesis</th></tr>
<tr><td>Biggest area contributors in the synthesized netlist</td><td>sky130_fd_sc_hd__dfrtp_1, sky130_fd_sc_hd__xnor2_1, sky130_fd_sc_hd__xor2_1</td></tr>
<tr><td>Share of flip-flops with an asynchronous set or reset after synthesis</td><td>1.00</td></tr>
<tr><td>Cell type with the highest aggregate area in the netlist</td><td>sky130_fd_sc_hd__dfrtp_1</td></tr>
<tr><td>Gate count of the mapped netlist</td><td>906</td></tr>
<tr><td>Yosys Chip Area</td><td>7530 um2</td></tr>
<tr><td>Synth cell types</td><td>56</td></tr>
<tr><td>Primary FF master, synth</td><td>sky130_fd_sc_hd__dfrtp_1</td></tr>
<tr><td>Post-synth tally of flip-flops with integrated enable</td><td>0</td></tr>
<tr><td>Synthesis warning total</td><td>1</td></tr>
<tr><td>Flop and latch count out of synthesis</td><td>73</td></tr>
<tr><td>Sequential area share after synthesis</td><td>0.243</td></tr>
<tr><td>Share of Yosys cell area claimed by the top area cell type</td><td>0.239</td></tr>
<tr><td>Post-synthesis area per instance</td><td>8.31 um2</td></tr>
<tr><td>Post-synthesis cell count from yosys</td><td>906</td></tr>
<tr><td>Most common cell in the synthesized netlist</td><td>sky130_fd_sc_hd__nand2_1</td></tr>
<tr><td>Post-synth design cell area</td><td>7530 um2</td></tr>
<tr><td>Cell types with the highest counts after synthesis</td><td>sky130_fd_sc_hd__nand2_1, sky130_fd_sc_hd__xnor2_1, sky130_fd_sc_hd__o21ai_0, sky130_fd_sc_hd__dfrtp_1, sky130_fd_sc_hd__xor2_1</td></tr>
<tr><th colspan="2">Global route</th></tr>
<tr><td>Initial antenna violation count</td><td>2</td></tr>
<tr><td>Global route overflow</td><td>0</td></tr>
<tr><td>Overall fraction of global-route tracks in use</td><td>0.210</td></tr>
<tr><td>Pin count of the biggest net entering global routing</td><td>56</td></tr>
<tr><td>First-pass GRT wire length</td><td>32.2 mm</td></tr>
<tr><td>Vias in the first global route</td><td>6342</td></tr>
<tr><th colspan="2">Clock tree</th></tr>
<tr><td>TritonCTS clock tree</td><td>yes</td></tr>
<tr><td>Post-CTS sizing</td><td>0</td></tr>
<tr><td>Clk latency of the worst-skew pair</td><td>0.34 ns</td></tr>
<tr><td>CTS Hold Bufs</td><td>0</td></tr>
<tr><td>Clk root buf</td><td>sky130_fd_sc_hd__clkbuf_16</td></tr>
<tr><td>Number of post-CTS setup repair buffers</td><td>0</td></tr>
<tr><td>Maximum level of the CTS H-tree</td><td>3</td></tr>
<tr><td>Number of CTS-inserted buffers</td><td>9</td></tr>
<tr><td>Clock Tree Buf Depth</td><td>2</td></tr>
<tr><td>Num Clock Sinks</td><td>73</td></tr>
<tr><td>Clock transition at the register clock pins on the worst setup and hold paths after CTS</td><td>0.05 ns</td></tr>
<tr><th colspan="2">Detailed routing</th></tr>
<tr><td>Count of TritonRoute iterations in the first routing pass</td><td>25</td></tr>
<tr><td>Remaining routing DRC violations</td><td>0</td></tr>
<tr><td>Via-to-Cell Ratio</td><td>5.49</td></tr>
<tr><td>Detailed Route Iter0 Violations</td><td>364</td></tr>
<tr><td>Total wire length after detailed routing</td><td>19.7 mm</td></tr>
<tr><td>Overall via count from detail_route</td><td>6847</td></tr>
<tr><td>Post-route antenna net violation count</td><td>0</td></tr>
<tr><td>WL/cell</td><td>15.8 um</td></tr>
<tr><th colspan="2">Critical path</th></tr>
<tr><td>Minimum setup slack among reg-to-reg paths</td><td>12.28 ns</td></tr>
<tr><td>Number of cells on the worst reg-to-reg path</td><td>11</td></tr>
<tr><td>Largest fanout of any net on the critical path</td><td>43</td></tr>
<tr><td>Endpoint of the lowest-slack register-to-register path</td><td>HI_r[20]</td></tr>
<tr><td>Arrival time reported for the critical path endpoint</td><td>8.20 ns</td></tr>
<tr><td>Beginning of the worst register-to-register path</td><td>HI_r[1]</td></tr>
<tr><td>Startpoint type of the worst setup path</td><td>input pin</td></tr>
<tr><td>CP Capture Type</td><td>flip-flop</td></tr>
<tr><td>Required time of the critical path</td><td>16.20 ns</td></tr>
<tr><td>Classification of the worst setup path</td><td>in -&gt; reg</td></tr>
<tr><th colspan="2">Min path</th></tr>
<tr><td>Worst hold path depth</td><td>1</td></tr>
<tr><td>Worst Hold Class</td><td>reg -&gt; reg</td></tr>
<tr><td>Worst Hold Path EP</td><td>div_iter_r[2]</td></tr>
<tr><td>Hold_sp</td><td>div_iter_r[2]</td></tr>
<tr><th colspan="2">Run</th></tr>
<tr><td>Log Warnings</td><td>25</td></tr>
<tr><td>Number of max-capacitance violations reported</td><td>0</td></tr>
<tr><th colspan="2">Final timing</th></tr>
<tr><td>Count of final setup violators</td><td>0</td></tr>
<tr><td>Worst max-slew margin expressed relative to the limit</td><td>0.551</td></tr>
<tr><td>Hold Slack</td><td>0.511 ns</td></tr>
<tr><td>Final min period</td><td>8.01 ns</td></tr>
<tr><td>Final clock skew</td><td>0.00815 ns</td></tr>
<tr><td>Final Max Tran Viols</td><td>0</td></tr>
<tr><td>RSZ-0062 raised after global routing</td><td>no</td></tr>
<tr><td>Final count of hold timing violations</td><td>0</td></tr>
<tr><td>Fmax</td><td>125 MHz</td></tr>
<tr><td>Post-Route Setup TNS</td><td>0 ns</td></tr>
<tr><td>Share of the clock period used by the worst path</td><td>0.500</td></tr>
<tr><td>Actual slew at the worst max-slew pin</td><td>0.666 ns</td></tr>
<tr><th colspan="2">Placed design</th></tr>
<tr><td>Placed wire-length estimate after detailed placement</td><td>15.4 mm</td></tr>
<tr><td>Placed cell areas</td><td>9030 um2</td></tr>
<tr><td>Number of I/O port buffers</td><td>131</td></tr>
<tr><td>Last weighted congestion value of the routability-driven placer</td><td>0.985</td></tr>
<tr><th colspan="2">Floorplan</th></tr>
<tr><td>Area of the chip</td><td>19400 um2</td></tr>
<tr><td>I/O pin count</td><td>132</td></tr>
<tr><td>Area of the core region</td><td>18200 um2</td></tr>
<tr><td>Count of standard-cell rows</td><td>49</td></tr>
<tr><td>Height of the chip</td><td>139 um</td></tr>
<tr><td>Pre-Place Util</td><td>0.414</td></tr>
<tr><td>Die X-Extent</td><td>139 um</td></tr>
<tr><th colspan="2">Final layout</th></tr>
<tr><td>Final standard cell utilization of the core</td><td>0.512</td></tr>
<tr><td>Share of post-route cells with drive strength above 1</td><td>0.0403</td></tr>
<tr><td>Post-route cell area</td><td>9330 um2</td></tr>
<tr><td>Relative area change from synthesis to final layout</td><td>23.8%</td></tr>
</table>
-- metrics by stage --
stage	instances	total power, uW	setup WS [ns]
floorplan	906	327	8.64
global placement	1230	447	7.71
detailed placement	1230	447	7.65
CTS	1246	646	7.99
global route	1246	681	7.65
finish	1247	641	7.99
-- flip-flops by register name, summed over array words and instances, names as in the netlist --
signal,count
sign_r,2
LO_r,32
state_r,1
HI_r,32
div_iter_r,6
-- placed cells by master (no fill, tap or decap), drive strengths merged, types with 3 or more instances in the layout --
| master | instances |
|---|---|
| clkdlybuf4s50 | 130 |
| nand2 | 91 |
| xnor2 | 89 |
| o21ai | 89 |
| dfrtp | 72 |
| xor2 | 63 |
| a21oi | 55 |
| mux2i | 54 |
| nor2 | 40 |
| ha | 37 |
| o31ai | 24 |
| inv | 21 |
| o22ai | 20 |
| or4 | 20 |
| or3 | 19 |
| a21o | 17 |
| nor2b | 16 |
| o41ai | 13 |
| a211oi | 11 |
| buf | 11 |
| nor4 | 11 |
| nand2b | 10 |
| nor3 | 9 |
| clkbuf | 9 |
| nand3 | 8 |
| and3 | 8 |
| nand4 | 7 |
| mux4 | 7 |
| o21a | 6 |
| a31oi | 6 |
| o211ai | 5 |
| a22o | 4 |
| o21bai | 4 |
| or2 | 4 |
| nand3b | 3 |
| clkinv | 3 |
-- power by group through the flow --
stage	clock [uW]	combinational, uW	sequential (uW)
finish	198	230	213
CTS	202	232	213
global route	211	255	215
-- final cells by class --
cell class                      count  area (um2)
Clock buffer                        9         225
Fill cell                        1751        8880
Multi-Input combinational cell    767        5460
Sequential cell                    73        1830
Antenna cell                        1        2.50
Inverter                           20        75.1
Tap cell                          229         287
Timing Repair Buffer              141        1380
Clock inverter                      7        68.8
-- cell families (layout without fill, tap and decap cells) --
kind of cell | Yosys count | in the layout | synth area share
AND-OR/OR-AND | 264 | 264 | 0.215
other | 0 | 1 | 0
AND/OR/NAND/NOR | 251 | 251 | 0.170
XOR/XNOR | 152 | 152 | 0.177
multiplexers | 62 | 62 | 0.0957
adder cells (fa/ha/maj) | 38 | 38 | 0.0641
buffers and inverters | 66 | 177 | 0.0356
flip-flops | 73 | 73 | 0.243
-- critical path: stages --
cell	delay, ns
sky130_fd_sc_hd__clkdlybuf4s50_1	0.51
sky130_fd_sc_hd__nor4_4	0.37
sky130_fd_sc_hd__nand3_1	0.16
sky130_fd_sc_hd__or4_1	0.57
sky130_fd_sc_hd__or3_1	0.41
sky130_fd_sc_hd__nand2_1	0.10
sky130_fd_sc_hd__xor2_1	0.06
sky130_fd_sc_hd__ha_1	0.40
sky130_fd_sc_hd__and3_1	0.23
sky130_fd_sc_hd__nand2_1	0.10
sky130_fd_sc_hd__o41ai_1	0.60
sky130_fd_sc_hd__o21a_1	0.30
sky130_fd_sc_hd__xor2_4	0.14
sky130_fd_sc_hd__buf_4	0.51
sky130_fd_sc_hd__mux4_2	0.39
sky130_fd_sc_hd__nor2b_1	0.14
-- per-layer routing --
layer / routed length, um / global-route usage / vias up
met2: 8780 / 0.330 / 164
met1: 9890 / 0.322 / 3124
li1: - / - / 3549
met4: 126 / 0.0187 / 0
met3: 871 / 0.0326 / 10
met5: 0 / 0 / -
-- how the worst max path moves through the flow --
| stage | slack (ns) | to | from | cells after the start |
|---|---|---|---|---|
| CTS | 7.99 | HI_r[22] | divisor[3] | 19 |
| global route | 7.65 | HI_r[20] | divisor[3] | 16 |
| finish | 7.99 | HI_r[20] | divisor[3] | 16 |
No activity file was given, so power comes from the tool's default toggle rates.
