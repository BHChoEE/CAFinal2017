--- ./design.v ---
module register(
        clk,
	    rst_n,
        RegWrite,
        ReadReg1,
        ReadReg2,
        WriteReg,
        WriteData,
        ReadData1,
        ReadData2
);
    input           clk, rst_n, RegWrite;
    input   [4:0]   ReadReg1, ReadReg2, WriteReg;
    input   [31:0]  WriteData;
    output  [31:0]  ReadData1,ReadData2;
    reg [31:0] register_r [31:0];
	reg [31:0] register_w [31:0];
    reg [31:0] prev_ReadData1, prev_ReadData2;
	wire[31:0] r_12;
	wire[31:0] r_13;
	integer i;
	assign r_12 = register_r[12];
	assign r_13 = register_r[13];
    assign ReadData1 = (RegWrite && (WriteReg == ReadReg1)) ? WriteData : prev_ReadData1;
    assign ReadData2 = (RegWrite && (WriteReg == ReadReg2)) ? WriteData : prev_ReadData2;
    always@(*) begin
        prev_ReadData1 = register_r[ReadReg1];
        prev_ReadData2 = register_r[ReadReg2];
    end
	always@(*) begin
		register_w[0] = 32'b0;
		for(i = 1; i < 32; i = i + 1) begin
			if(RegWrite && (WriteReg == i))
				register_w[i] = WriteData;
			else
				register_w[i] = register_r[i];
		end
	end
    always@(negedge rst_n or posedge clk) begin
		if(~rst_n) begin
			register_r[0] <= 32'b0;
			register_r[1] <= 32'b0;
			register_r[2] <= 32'b0;
			register_r[3] <= 32'b0;
			register_r[4] <= 32'b0;
			register_r[5] <= 32'b0;
			register_r[6] <= 32'b0;
			register_r[7] <= 32'b0;
			register_r[8] <= 32'b0;
			register_r[9] <= 32'b0;
			register_r[10] <= 32'b0;
			register_r[11] <= 32'b0;
			register_r[12] <= 32'b0;
			register_r[13] <= 32'b0;
			register_r[14] <= 32'b0;
			register_r[15] <= 32'b0;
			register_r[16] <= 32'b0;
			register_r[17] <= 32'b0;
			register_r[18] <= 32'b0;
			register_r[19] <= 32'b0;
			register_r[20] <= 32'b0;
			register_r[21] <= 32'b0;
			register_r[22] <= 32'b0;
			register_r[23] <= 32'b0;
			register_r[24] <= 32'b0;
			register_r[25] <= 32'b0;
			register_r[26] <= 32'b0;
			register_r[27] <= 32'b0;
			register_r[28] <= 32'b0;
			register_r[29] <= 32'b0;
			register_r[30] <= 32'b0;
			register_r[31] <= 32'b0;
		end
		else begin
			register_r[0] <= register_w[0];
			register_r[1] <= register_w[1];
			register_r[2] <= register_w[2];
			register_r[3] <= register_w[3];
			register_r[4] <= register_w[4];
			register_r[5] <= register_w[5];
			register_r[6] <= register_w[6];
			register_r[7] <= register_w[7];
			register_r[8] <= register_w[8];
			register_r[9] <= register_w[9];
			register_r[10] <= register_w[10];
			register_r[11] <= register_w[11];
			register_r[12] <= register_w[12];
			register_r[13] <= register_w[13];
			register_r[14] <= register_w[14];
			register_r[15] <= register_w[15];
			register_r[16] <= register_w[16];
			register_r[17] <= register_w[17];
			register_r[18] <= register_w[18];
			register_r[19] <= register_w[19];
			register_r[20] <= register_w[20];
			register_r[21] <= register_w[21];
			register_r[22] <= register_w[22];
			register_r[23] <= register_w[23];
			register_r[24] <= register_w[24];
			register_r[25] <= register_w[25];
			register_r[26] <= register_w[26];
			register_r[27] <= register_w[27];
			register_r[28] <= register_w[28];
			register_r[29] <= register_w[29];
			register_r[30] <= register_w[30];
			register_r[31] <= register_w[31];
		end
    end
endmodule
--- ./run.sh ---
#!/bin/bash
# OpenROAD 26Q1-2900-gdf79404cd8, Yosys 0.63+post, stock flow scripts
make -C /OpenROAD-flow-scripts/flow DESIGN_CONFIG=/design/flow/config.mk WORK_HOME=/design/flow/orfs finish
--- ./config.mk ---
export PLATFORM = sky130hd
export DESIGN_NAME = register
export DESIGN_NICKNAME = register
export VERILOG_FILES = /design/flow/design.v
export SDC_FILE = /design/flow/constraint.sdc
export NUM_CORES = 4
export LEC_CHECK = 1
export CORE_UTILIZATION = 40
--- ./constraint.sdc ---
current_design register

set clk_period 11.0
set clk_io_pct 0.2

create_clock -name clk0 -period $clk_period [get_ports {clk}]

set non_clock_inputs [all_inputs -no_clocks]
set_input_delay [expr $clk_period * $clk_io_pct] -clock clk0 $non_clock_inputs
set_output_delay [expr $clk_period * $clk_io_pct] -clock clk0 [all_outputs]
==> datasheet_impl.txt <==
Physical implementation characteristics

Parameter                              Value

Pwr
  Worst supply voltage drop on vdd .................. ~0.17 mV
  Switching part of the total .................. 0.301
  Internal power contribution .................. about 7.7 mW
  Power share of the clock group .................. 0.376
  Leakage .................. between 20 and 30 nW
  Pwr Density .................. between 150 and 200 mW/mm^2
  Final Power .................. 11.0 mW
  Register share of total power .................. 0.469
  Combinational Power Share .................. 0.155
  Net switching power figure .................. between 3 and 4 mW

Timing
  Shortest period the worst path allows .................. a little over 9000 ps
  Final hold violations .................. 0
  Max Freq .................. between 100 and 150 MHz
  Max Clock Skew .................. 0 ps
  Total count of max-transition violations in the final report .................. 0
  RSZ-0062 raised after global routing .................. no
  Final setup violation count .................. 0
  Slew at the pin closest to its max-slew limit .................. between 1000 and 1500 ps
  Setup TNS Final .................. 0 ps
  Normalized max-slew margin .................. 0.197
  Post-layout period usage of the worst path .................. 0.823
  Worst-case hold slack .................. 522 ps

Synthesis
  Mean Syn Cell Area .................. between 10 and 15 sq um
  Ys cells .................. around 4400
  Top cells by area .................. sky130_fd_sc_hd__dfrtp_1, sky130_fd_sc_hd__mux2_2, sky130_fd_sc_hd__a22oi_1
  Cell accounting for the most synthesized area .................. sky130_fd_sc_hd__dfrtp_1
  Instance count of the mapped netlist .................. about 4400
  Number of warning messages in the yosys log .................. 3
  Number of enable flip-flop cells .................. 0
  Yosys reg bits .................. a little under 1000
  Synthesized area .................. 0.0519 sq mm
  Sequential fraction of the synthesis area .................. 0.478
  Number of distinct library cell variants in the gate-level netlist after synthesis .................. a little over 80
  Asr flop ratio synth .................. 1.00
  Area fraction of the dominant cell type after synthesis .................. 0.478
  Area of the synthesized netlist per yosys stat .................. ~0.052 sq mm
  Dominant Register Cell .................. sky130_fd_sc_hd__dfrtp_1

Drt
  Remaining DRCs .................. 0
  Count of antenna-violating nets left after detailed routing .................. 0
  Detailed-route via count .................. 46423
  Number of DRC markers in iteration 0 .................. about 6500
  Number of detailed-routing iterations run before antenna repair .................. 10
  Vias/cell .................. about 7.3
  WL/cell .................. approximately 46 microns
  Wire length reported by the detailed router .................. 290 mm

Clocking
  Insertion Delay late pin .................. roughly 800 ps
  CTS tree .................. built
  Total number of clock tree sinks .................. roughly 1000
  Clock input transition at the sequential cells of the worst setup and hold paths .................. approximately 60 ps
  CTS Buf Count .................. around 110
  Post-CTS Repair Setup Buffers .................. 0
  Maximum level of the CTS H-tree .................. 3
  Clock tree root buffer cell .................. sky130_fd_sc_hd__clkbuf_16
  Resized cells post-CTS .................. 0
  # hold bufs at CTS .................. 0
  CTS max path bufs .................. 3

Floorplan
  Fp_density .................. 0.405
  I/O pin total .................. 114
  Area enclosed by the die boundary .................. between 0.1 and 0.15 sq mm
  Chip width .................. ~360 microns
  Floorplan die height .................. approximately 360 microns
  Number of placement rows .................. 131
  Area of the core region .................. ~0.13 sq mm

GRT
  Overflow after GRT .................. 0
  Global Route Usage Sum .................. 0.457
  Met1 routing resource usage after global routing .................. 0.578
  First-pass GRT wire length .................. 390 mm
  Most Used Layer, Global Route .................. met2
  Routing usage on met2 .................. 0.586
  Initial antenna violation count .................. 25
  Met3 Use GR .................. 0.301
  Pin count of the biggest net entering global routing .................. 120
  Number of global-route vias before repair .................. between 40000 and 50000

Setup path
  Arrival time at the worst endpoint .................. 6850 ps
  Startpoint-to-endpoint class of the critical path .................. input pin to primary output
  Data required, critical path .................. approximately 9000 ps
  Critical path fanouts, max .................. 28
  Endpoint type of the worst setup path .................. primary output
  Kind of launch point of the worst setup path .................. input pin
  Slack of the worst reg-to-reg path .................. slightly above 10000 ps

Placed design
  Post-Place Cells .................. about 6000
  Post-DP HPWL .................. roughly 180 mm
  RePlAce Congestion .................. 1.10
  Port-buffer cells .................. between 100 and 150

Cells and area
  Registers with the highest flip-flop counts .................. register_r: 992 flops
  Layout cell share with drive strength beyond 1 .................. 0.347
  Tally of non-filler cells in the final layout .................. between 6000 and 7000
  Largest register FFs .................. about 990
  Relative area change from synthesis to final layout .................. 14.7%
  Top register by number of flip-flops .................. register_r

Worst hold path
  Worst hold-check path type .................. flop to flop

Job
  Log Warnings .................. 43
  Max-capacitance violation count .................. 0

Outcome
  Outcome .................. finished, final reports clean
## critical path, cell delays in order
cell and delay [ps]:
sky130_fd_sc_hd__buf_2 590, sky130_fd_sc_hd__buf_4 550, sky130_fd_sc_hd__nand3b_4 480, sky130_fd_sc_hd__nor2_4 1060
sky130_fd_sc_hd__buf_4 470, sky130_fd_sc_hd__a22oi_1 160, sky130_fd_sc_hd__nand4_1 170, sky130_fd_sc_hd__nor4_1 60
sky130_fd_sc_hd__buf_4 120, sky130_fd_sc_hd__o21ai_1 330, sky130_fd_sc_hd__clkdlybuf4s50_1 570
## layer usage
| layer | share of wire | wire, microns |
|---|---|---|
| met5 | 0.0015 | 421 |
| met4 | 0.081 | 23500 |
| met3 | 0.17 | 50100 |
| met2 | 0.39 | 112000 |
| met1 | 0.36 | 104000 |
## final cells by class
| cell class | instances | area (sq um) |
|---|---|---|
| Antenna cell | 34 | 85.1 |
| Clock buffer | 154 | 3130 |
| Clock inverter | 52 | 848 |
| Fill cell | 11688 | 68600 |
| Inverter | 2 | 7.51 |
| Multi-Input combinational cell | 3003 | 25600 |
| Sequential cell | 992 | 24800 |
| Tap cell | 1729 | 2160 |
| Timing Repair Buffer | 356 | 2960 |
## synth_stat cells, types with 7 or more instances
cell type / instances
sky130_fd_sc_hd__a2111oi_0: 63
sky130_fd_sc_hd__a2111oi_2: 9
sky130_fd_sc_hd__a21oi_1: 64
sky130_fd_sc_hd__a221o_1: 8
sky130_fd_sc_hd__a221oi_1: 43
sky130_fd_sc_hd__a222oi_1: 7
sky130_fd_sc_hd__a22o_1: 62
sky130_fd_sc_hd__a22oi_1: 538
sky130_fd_sc_hd__a31oi_1: 11
sky130_fd_sc_hd__a32o_1: 8
sky130_fd_sc_hd__a32oi_1: 14
sky130_fd_sc_hd__and3_1: 227
sky130_fd_sc_hd__buf_1: 32
sky130_fd_sc_hd__buf_2: 170
sky130_fd_sc_hd__buf_4: 21
sky130_fd_sc_hd__buf_6: 18
sky130_fd_sc_hd__clkbuf_1: 200
sky130_fd_sc_hd__dfrtp_1: 992
sky130_fd_sc_hd__mux2_2: 1005
sky130_fd_sc_hd__mux2i_1: 112
sky130_fd_sc_hd__nand2_1: 137
sky130_fd_sc_hd__nand2b_1: 23
sky130_fd_sc_hd__nand3_1: 104
sky130_fd_sc_hd__nand3b_1: 13
sky130_fd_sc_hd__nand4_1: 109
sky130_fd_sc_hd__nor2_1: 92
sky130_fd_sc_hd__nor2_2: 26
sky130_fd_sc_hd__nor2b_1: 13
sky130_fd_sc_hd__nor3_1: 40
sky130_fd_sc_hd__nor3b_1: 11
sky130_fd_sc_hd__nor4_1: 47
sky130_fd_sc_hd__o211ai_1: 13
sky130_fd_sc_hd__o21ai_0: 32
sky130_fd_sc_hd__o21ai_1: 34
sky130_fd_sc_hd__o22ai_1: 23
sky130_fd_sc_hd__o32ai_1: 8
sky130_fd_sc_hd__xor2_1: 8
## power groups by stage
stage / Combinational [mW] / Clock, mW / Sequential [mW]
finish: 1.70 / 4.13 / 5.14
CTS: 1.66 / 4.15 / 5.09
global route: 1.79 / 4.28 / 5.19
## kinds of logic (layout without fill, tap and decap cells)
| logic type | Yosys count | count (layout) | synth area share |
|---|---|---|---|
| mux | 1118 | 1118 | 0.240 |
| flops | 992 | 992 | 0.478 |
| xor+xnor | 10 | 10 | 0.00169 |
| compound gates | 963 | 963 | 0.140 |
| buf+inv | 444 | 564 | 0.0403 |
| simple gates | 912 | 912 | 0.100 |
| other cells | 0 | 34 | 0 |
## placed cells by master, fill, tap and decap left out, types with 9 or more instances in the layout
| cell type | n |
|---|---|
| sky130_fd_sc_hd__nor2_4 | 64 |
| sky130_fd_sc_hd__clkdlybuf4s50_1 | 102 |
| sky130_fd_sc_hd__a22oi_1 | 538 |
| sky130_fd_sc_hd__clkbuf_8 | 17 |
| sky130_fd_sc_hd__a2111oi_0 | 63 |
| sky130_fd_sc_hd__o211ai_1 | 13 |
| sky130_fd_sc_hd__nor2_1 | 48 |
| sky130_fd_sc_hd__nor2b_1 | 9 |
| sky130_fd_sc_hd__and3_1 | 225 |
| sky130_fd_sc_hd__clkbuf_1 | 25 |
| sky130_fd_sc_hd__clkbuf_16 | 112 |
| sky130_fd_sc_hd__diode_2 | 34 |
| sky130_fd_sc_hd__a2111oi_2 | 9 |
| sky130_fd_sc_hd__a21oi_1 | 62 |
| sky130_fd_sc_hd__nand2b_1 | 21 |
| sky130_fd_sc_hd__a31oi_1 | 11 |
| sky130_fd_sc_hd__mux2_2 | 1005 |
| sky130_fd_sc_hd__o21ai_0 | 32 |
| sky130_fd_sc_hd__nor4_1 | 46 |
| sky130_fd_sc_hd__a22o_1 | 62 |
| sky130_fd_sc_hd__nand2_2 | 9 |
| sky130_fd_sc_hd__nand2_1 | 130 |
| sky130_fd_sc_hd__o21ai_1 | 34 |
| sky130_fd_sc_hd__mux2i_1 | 112 |
| sky130_fd_sc_hd__nand3b_1 | 13 |
| sky130_fd_sc_hd__buf_4 | 245 |
| sky130_fd_sc_hd__nand4_1 | 109 |
| sky130_fd_sc_hd__nand3_1 | 102 |
| sky130_fd_sc_hd__bufinv_16 | 20 |
| sky130_fd_sc_hd__clkinv_2 | 18 |
| sky130_fd_sc_hd__nor3_1 | 37 |
| sky130_fd_sc_hd__a32oi_1 | 14 |
| sky130_fd_sc_hd__nor2_2 | 12 |
| sky130_fd_sc_hd__dfrtp_1 | 992 |
| sky130_fd_sc_hd__o22ai_1 | 23 |
| sky130_fd_sc_hd__a221oi_1 | 43 |
## metrics by stage
| stage | utilization | cell area [sq um] | worst slack (ps) |
|---|---|---|---|
| 2_1_floorplan | - | 51900 | 5100 |
| 5_1_grt | 0.464 | 59500 | 2150 |
| 6_report | 0.465 | 59600 | 1950 |
| 3_3_place_gp | 0.433 | 55500 | 2330 |
| 3_5_place_dp | 0.433 | 55500 | 2310 |
| 4_1_cts | 0.464 | 59500 | 2310 |
## path summary, 6_finish.rpt
path,startpoint,endpoint,depth (start not counted)
max in group asynchronous,rst_n,register_r[1][23]$_DFFE_PN0P_,4
min in group asynchronous,rst_n,register_r[8][27]$_DFFE_PN0P_,1
setup / recovery,ReadReg2[2],ReadData2[3],11
setup reg to reg,register_r[18][2]$_DFFE_PN0P_,register_r[18][2]$_DFFE_PN0P_,1
hold reg to reg,register_r[10][13]$_DFFE_PN0P_,register_r[10][13]$_DFFE_PN0P_,1
hold / removal,register_r[10][13]$_DFFE_PN0P_,register_r[10][13]$_DFFE_PN0P_,1
No activity file was given, so power comes from the tool's default toggle rates.
